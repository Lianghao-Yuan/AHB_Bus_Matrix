==> flow/design.v <==
module ahb_mux_m2s
(
  input [31:0] HADDRx0,
  input HWRITEx0,
  input [1:0] HTRANSx0,
  input [2:0] HSIZEx0,
  input [2:0] HBURSTx0,
  input [31:0] HWDATAx0,
  input [31:0] HADDRx1,
  input HWRITEx1,
  input [1:0] HTRANSx1,
  input [2:0] HSIZEx1,
  input [2:0] HBURSTx1,
  input [31:0] HWDATAx1,
  input [31:0] HADDRx2,
  input HWRITEx2,
  input [1:0] HTRANSx2,
  input [2:0] HSIZEx2,
  input [2:0] HBURSTx2,
  input [31:0] HWDATAx2,
  input [31:0] HADDRx3,
  input HWRITEx3,
  input [1:0] HTRANSx3,
  input [2:0] HSIZEx3,
  input [2:0] HBURSTx3,
  input [31:0] HWDATAx3,
  input [3:0] HMASTER,
  input [3:0] HMASTERD, 
  output reg [31:0] HADDR,
  output reg HWRITE,
  output reg [1:0] HTRANS,
  output reg [2:0] HSIZE,
  output reg [2:0] HBURST,
  output reg [31:0] HWDATA
);
always @ (*) begin
  case(HMASTER)
    4'h0: begin
      HADDR = HADDRx0;
      HWRITE = HWRITEx0;
      HTRANS = HTRANSx0;
      HSIZE = HSIZEx0;
      HBURST = HBURSTx0;
    end
    4'h2: begin
      HADDR = HADDRx2;
      HWRITE = HWRITEx2;
      HTRANS = HTRANSx2;
      HSIZE = HSIZEx2;
      HBURST = HBURSTx2;
    end
    4'h3: begin
      HADDR = HADDRx3;
      HWRITE = HWRITEx3;
      HTRANS = HTRANSx3;
      HSIZE = HSIZEx3;
      HBURST = HBURSTx3;
    end
    default: begin
      HADDR = HADDRx1;
      HWRITE = HWRITEx1;
      HTRANS = HTRANSx1;
      HSIZE = HSIZEx1;
      HBURST = HBURSTx1;
    end
  endcase
end
always @ (*) begin
  case(HMASTERD) 
    4'h0: HWDATA = HWDATAx0;
    4'h2: HWDATA = HWDATAx2;
    4'h3: HWDATA = HWDATAx3;
    default: HWDATA = HWDATAx1;
  endcase
end
endmodule
==> flow/run.sh <==
#!/bin/bash
# OpenROAD 26Q1-2900-gdf79404cd8, Yosys 0.63+post, stock flow scripts
make -C /OpenROAD-flow-scripts/flow DESIGN_CONFIG=/design/flow/config.mk WORK_HOME=/design/flow/orfs finish
==> flow/config.mk <==
export PLATFORM = sky130hd
export DESIGN_NAME = ahb_mux_m2s
export DESIGN_NICKNAME = ahb_mux_m2s
export VERILOG_FILES = /design/flow/design.v
export SDC_FILE = /design/flow/constraint.sdc
export NUM_CORES = 4
export LEC_CHECK = 1
export CORE_AREA = 10 10 150 150
export DIE_AREA = 0 0 160 160
==> flow/constraint.sdc <==
current_design ahb_mux_m2s

set clk_period 12.4
set clk_io_pct 0.2

create_clock -name clk0 -period $clk_period

set non_clock_inputs [all_inputs -no_clocks]
set_input_delay [expr $clk_period * $clk_io_pct] -clock clk0 $non_clock_inputs
set_output_delay [expr $clk_period * $clk_io_pct] -clock clk0 [all_outputs]
==> reports/results.txt <==
worst hold path type - in -> out
setup TNS - 0 ps
dominant cell type by area after synthesis - a32oi_1
Final ANT Viol Nets - 0
tool warnings - 32
synthesized instance count - 347
Max stage delay on crit path - 500 ps
CTS resizes - 0
I/O pins - 373
MaxCap Viol Count - 0
placed insts - 950
initial core utilization - 10.9%
Register Area - 0 um^2
final setup fails - 0
layout cells sized above 1 - 2.63%
crit path DRT - 9920 ps
average wire per standard cell - 20.4 um
Detailed Routing Iterations Pass 1 - 4
Fin Hold WS - 5850 ps
max-slew violations - 0
average size of a mapped cell - 6.10 um^2
Port Buffers - 373
Post-Syn Area - 0.00212 mm^2
core area - 0.0194 mm^2
Top-area cell share - 29.8%
DIE HEIGHT - 160 um
# rows - 51
type of the worst setup path - in -> out
vias in the first global route - 4454
final period utilization - 58.9%
largest net degree at the start of global routing - 83
initial antenna violation count - 1
Iter 0 DRT Violations - 221
Filler Cell Count - 2108
pwr dens - 33.5 mW/mm^2
CP max stage cell - clkdlybuf4s50_1
Synth top cells by count - inv_1, a22oi_1, a32oi_1, o21ai_0, clkbuf_1
critical path's top delay family - buffers and inverters
# DRC - 0
yosys stat cell total - 347
total die size - 0.0256 mm^2
GRT Overall Usage - 13.7%
Synth Warn # - 1
Data arrival, critical path - 4830 ps
CP max FO - 35
flop count - 0
Setup Buffers After CTS - 0
Final Routed Wirelength - 19400 um
final non-filler cell total - 950
post-route cell area - 0.00604 mm^2
ANT cells - 0
Final HPWL DP - 16200 um
Max VDD drop - 0.0174 mV
yosys stat area - 0.00212 mm^2
final hold viol count - 0
RSZ-0062 raised after global routing - no
Worst-Margin Slew - 762 ps
final worst path period need - 7310 ps
Unique cell types - 18
f_max - 137 MHz
area delta synth->final - 185%
crit path cell chain - clkdlybuf4s50_1 > buf_4 > inv_1 > o21ai_2 > buf_4 > a32oi_1 > clkdlybuf4s50_1
CP startpoint kind - input pin
drt via density - 4.51
P_leak - 2.27 nW
sequential share of the synthesized area - 0%
Hold Buf Count CTS - 0
CLK BUF - 0
relative slew slack - 49.2%
status - completed
total gr overflow - 0
total power - 0.202 mW
Synth area leaders - a32oi_1, a22oi_1, o21ai_0
Die X - 160 um
DP Area - 0.00604 mm^2
gp weighted congestion - 0.921
CP endpoint kind - primary output
Yosys top cell by instances - inv_1
first-pass GRT wire length - 27700 um
worst path buffer plus inverter count - 5
vias - 4284
-- per-layer routing --
layer  global-route usage, %  routed length, um  vias up
met2                    24.9               9700      292
met4                    2.09                321        2
met1                    14.8               7110     1935
met5                       0                 20        -
li1                        -                  -     2039
met3                    5.54               2190       16
-- cell type report --
| cell class | count | area, um^2 | area share [%] |
|---|---|---|---|
| repair buffers | 382 | 3800 | 62.9 |
| multi-input cells | 227 | 1620 | 26.9 |
| well taps | 265 | 332 | 5.49 |
| inverters | 76 | 285 | 4.72 |
-- placed cells by master, fill, tap and decap left out --
master / netlist / final
a22oi_1: 72 / 72
a2bb2oi_1: 1 / 1
a32oi_1: 72 / 72
buf_4: 4 / 9
clkdlybuf4s50_1: 0 / 373
inv_1: 74 / 74
inv_2: 2 / 2
mux2i_1: 1 / 1
nand3_1: 1 / 1
nor2_1: 2 / 1
nor2_2: 1 / 2
nor2b_2: 0 / 1
nor2b_4: 1 / 1
o21ai_0: 72 / 72
o21ai_2: 0 / 2
o221a_2: 1 / 1
-- report_power, final --
part	internal, mW	total, mW	switching [mW]
clock	0	0	0
combinational	0.139	0.202	0.0634
sequential	0	0	0
total	0.139	0.202	0.0634
-- per-stage QoR --
step           setup slack [ps]  util, %
5_1_grt                    4970     31.1
6_report                   5090     31.1
2_1_floorplan              6780        -
4_1_cts                    5110     31.1
3_5_place_dp               5120     31.1
3_3_place_gp               5060     31.1
-- logic make-up (layout without fill, tap and decap cells) --
| logic type | Yosys count | count (layout) | synth area share (%) |
|---|---|---|---|
| buffers and inverters | 120 | 458 | 24.0 |
| AOI/OAI and AO/OA | 220 | 220 | 73.7 |
| muxes | 1 | 1 | 0.473 |
| and+or+nand+nor | 6 | 6 | 1.83 |
-- path summary, 6_finish.rpt --
path    startpoint    endpoint  slack [ps]  depth (start not counted)
min   HWDATAx1[11]  HWDATA[11]        5850                          4
max    HMASTERD[0]  HWDATA[18]        5090                          7
Power and IR drop assume default switching activity.
