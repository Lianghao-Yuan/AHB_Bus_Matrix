==> ./design.v <==
module ahb_mux_s2m
(
  input HCLK,
  input HRESETn,
  input [31:0] HRDATAx0,
  input [31:0] HRDATAx1,
  input [31:0] HRDATAx2,
  input [31:0] HRDATAx3,
  input [31:0] HRDATAx4,
  input [31:0] HRDATAx5,
  input [31:0] HRDATAx6,
  input HSELx0,
  input HSELx1,
  input HSELx2,
  input HSELx3,
  input HSELx4,
  input HSELx5,
  input HSELx6,
  input HREADYx0,
  input HREADYx1,
  input HREADYx2,
  input HREADYx3,
  input HREADYx4,
  input HREADYx5,
  input HREADYx6,
  input [1:0] HRESPx0,
  input [1:0] HRESPx1,
  input [1:0] HRESPx2,
  input [1:0] HRESPx3,
  input [1:0] HRESPx4,
  input [1:0] HRESPx5,
  input [1:0] HRESPx6,
  output reg HREADY,
  output reg [1:0] HRESP,
  output reg [31:0] HRDATA
);
reg [3:0] slave_select;
always @ (posedge HCLK or negedge HRESETn) begin
  if(!HRESETn) begin
    slave_select <= 16'b0;
  end
  else begin
    if(HREADY) begin
      case({HSELx6, HSELx5, HSELx4, HSELx3, HSELx2, HSELx1, HSELx0})
        7'b10: slave_select <= 4'h1;
        7'b100: slave_select <= 4'h2;
        7'b1000: slave_select <= 4'h3;
        7'b10000: slave_select <= 4'h4;
        7'b100000: slave_select <= 4'h5;
        7'b1000000: slave_select <= 4'h6;
        default: slave_select <= 4'h0;
      endcase
    end
  end
end
always @ (*) begin
  case(slave_select)
    4'h1: HRDATA = HRDATAx1;
    4'h2: HRDATA = HRDATAx2;
    4'h3: HRDATA = HRDATAx3;
    4'h4: HRDATA = HRDATAx4;
    4'h5: HRDATA = HRDATAx5;
    4'h6: HRDATA = HRDATAx6;
    default: HRDATA = HRDATAx0;
  endcase
end
always @ (*) begin
  case(slave_select)
    4'h1: begin
      HRESP = HRESPx1;
      HREADY = HREADYx1;
    end
    4'h2: begin
      HRESP = HRESPx2;
      HREADY = HREADYx2;
    end
    4'h3: begin
      HRESP = HRESPx3;
      HREADY = HREADYx3;
    end
    4'h4: begin
      HRESP = HRESPx4;
      HREADY = HREADYx4;
    end
    4'h5: begin
      HRESP = HRESPx5;
      HREADY = HREADYx5;
    end
    4'h6: begin
      HRESP = HRESPx6;
      HREADY = HREADYx6;
    end
    default: begin
      HRESP = HRESPx0;
      HREADY = HREADYx0;
    end
  endcase
end
endmodule
==> ./run.sh <==
#!/bin/bash
# OpenROAD 26Q1-2900-gdf79404cd8, Yosys 0.63+post, stock flow scripts
make -C /OpenROAD-flow-scripts/flow DESIGN_CONFIG=/design/flow/config.mk WORK_HOME=/design/flow/orfs finish
==> ./config.mk <==
export PLATFORM = sky130hd
export DESIGN_NAME = ahb_mux_s2m
export DESIGN_NICKNAME = ahb_mux_s2m
export VERILOG_FILES = /design/flow/design.v
export SDC_FILE = /design/flow/constraint.sdc
export NUM_CORES = 4
export LEC_CHECK = 1
export CORE_AREA = 10 10 119 119
export DIE_AREA = 0 0 129 129
==> ./constraint.sdc <==
current_design ahb_mux_s2m

set clk_period 8.5
set clk_io_pct 0.2

create_clock -name clk0 -period $clk_period [get_ports {HCLK}]

set non_clock_inputs [all_inputs -no_clocks]
set_input_delay [expr $clk_period * $clk_io_pct] -clock clk0 $non_clock_inputs
set_output_delay [expr $clk_period * $clk_io_pct] -clock clk0 [all_outputs]
==> flow_summary.ini <==
; flow metrics
[clock_network]
hold_buffers = 0
clkSlewWorstSetupHoldPaths_ps = 30
clk_latency_ps = 220
cts_sinks = 6
cts_tree = yes
root_buffer = clkbuf_16
cts_max_level = 1
cts_made_buffers = 3
clock_path_buffers = 2
cts_setup_buffers = 0
post_cts_resized = 0

[final_timing]
fin_tns_setup_ps = 0
period_needed_ps = 5220
slew_violations = 0
rsz0062_at_grt = no
fin_skew_ps = 1.02
finalClockPeriodUsage = 0.614
relSlewSlack = 0.388
worstMarginPinSlew_ps = 910
finalSetupViolations = 0
fmax_mhz = 192
setup_slack_ps = 3280
timing_hold_violations_final = 0

[synthesis]
ys_sh_aoi = 0.630
top_cell_area_share = 0.177
ys_ff = 6
avgSynthCellArea_um2 = 7.27
yosys_area_mm2 = 0.00173
top_logic_kind = AND-OR/OR-AND gates
ys_sh_adder = 0
synthFlopType = dfrtp_1
mux_area_frac = 0.0521
synth.distinct_cells = 20
yosysTopAreaCell = a221oi_1
synth_warnings = 1
netlist_area_mm2 = 0.00173
ys_seq_frac = 0.0868
yosys-top-cells-area = a221oi_1 18%, a22o_1 18%, a22oi_1 15%, a31oi_1 12%, dfrtp_1 8.7%
synth-xor-area-share = 0
synth_cells = 238
common_cells = 35 x a221oi_1, 35 x a22o_1, 35 x a22oi_1, 35 x nor2_1, 34 x a31oi_1
yosysCellCount = 238
synth-async-reset-ratio = 1.00
edf_count = 0
ys_sh_simple = 0.151

[global_routing]
grt_pass1_wl_mm = 20.5
use_met2 = 0.278
grt_overflow = 0
use_met3 = 0.0683
grt_pass1_vias = 3501
grt_usage = 0.157
top_usage_layer = met2
grt_max_degree = 70
antenna_found_initial = 0
met1_usage = 0.176

[final_layout]
seqCellArea_um2 = 150
multiInputGateArea_mm2 = 0.00144
final_cell_area_mm2 = 0.00478
nFillCells = 1152
area_growth_pct = 176
final_cells = 646
drive_gt1_frac = 0.0417

[setup_path]
rrSetupSlack_ps = 5710
end_kind = output pin
path_cells = clkdlybuf4s50_1 > a22o_1 > a221oi_1 > and3_1 > nor2_1 > clkdlybuf4s50_1
cp.arrival_ps = 3520
crit_path_start_kind = input pin
critPathKind = input pin to output pin
worst_path_largest_cell_delay_ps = 450
ff2ff_path_depth = 6
path_max_fanout = 7
worstPathRequired_ps = 6800
crit_slowest_cell = and3_1
crit_path_frequent_cell = clkdlybuf4s50_1

[drt]
via_count = 3249
drt-initial-drc-count = 155
antenna_cells = 0
post-route-drc-count = 0
wl_per_cell_um = 22.3
first_pass_iters = 4
wl_mm = 14.4
via_per_inst = 5.03
antenna_left = 0

[place]
place_ws_ps = 3280
dpl_cell_area_mm2 = 0.00470
hpwl_mm = 11.3
gp_congestion = 0.810
io_buffer_count = 288
dp.cells = 643

[power_and_ir_drop]
p_leak_nw = 1.62
worst_ir_drop_vdd_uv = 46.5
power.density_mw_per_mm2 = 55.5

[die]
initial_core_util = 0.150
dieHeight_um = 129
die_area_mm2 = 0.0166
ios = 289
rows = 39
die_w_um = 129
coreArea_mm2 = 0.0115

[hold_path]
min_path_cells = 4
hp-class = flop to flop

[job]
cap_violations = 0
warning_count = 25

[outcome]
outcome = complete, no violations
==> critical path: cells and delay by family <==
kind	cells	cell delay, ps
AND-OR/OR-AND	2	420
buffers and inverters	2	850
AND/OR/NAND/NOR	2	540
==> kinds of logic (layout without fill, tap and decap cells) <==
kind of cell / after synthesis / in the layout
flip-flops: 6 / 6
AND-OR/OR-AND: 139 / 139
multiplexers: 6 / 6
buffers and inverters: 33 / 298
AND/OR/NAND/NOR: 54 / 54
==> final cells by class <==
| class | count | share of cell area |
|---|---|---|
| clock buffer | 3 | 0.0157 |
| tap | 143 | 0.0374 |
| multi-input combinational | 199 | 0.301 |
| timing repair buffer | 295 | 0.614 |
| sequential | 6 | 0.0314 |
==> metrics by stage <==
step | hold WS (ps) | power (mW) | utilization
global route | 1010 | 0.280 | 0.415
floorplan | 968 | 0.0454 | -
global placement | 962 | 0.190 | 0.409
detailed placement | 953 | 0.191 | 0.409
finish | 964 | 0.265 | 0.415
CTS | 963 | 0.268 | 0.415
==> routing by layer <==
layer	vias up	routed length (µm)
met1	1486	5570
li1	1552	-
met2	201	6900
met3	10	1820
met4	0	145
met5	-	0
==> worst max-delay path by stage <==
stage | slack, ps | startpoint | to | cells after the start
CTS | 3270 | HREADYx5 | HREADY | 6
global route | 3180 | HREADYx5 | HREADY | 6
finish | 3280 | HREADYx5 | HREADY | 6
==> layout by cell type, fill, tap and decap left out, drive strengths merged <==
| cell | netlist | routed |
|---|---|---|
| buf | 11 | 7 |
| or4b | 2 | 2 |
| or2 | 1 | 1 |
| nand2b | 4 | 4 |
| dfrtp | 6 | 6 |
| a221oi | 35 | 35 |
| nor3 | 2 | 2 |
| clkbuf | 22 | 3 |
| a22oi | 35 | 35 |
| and3 | 1 | 1 |
| or4 | 1 | 1 |
| a22o | 35 | 35 |
| a31oi | 34 | 34 |
| nor2 | 35 | 35 |
| nor4 | 5 | 5 |
| or3 | 3 | 3 |
| clkdlybuf4s50 | 0 | 288 |
| mux2 | 6 | 6 |
==> power breakdown <==
part           switching [mW]  leakage [nW]  internal, mW
clock                  0.0144        0.0370        0.0602
sequential          0.0000377        0.0838        0.0289
combinational          0.0332          1.50         0.129
Power figures rest on the tool's default switching activity, not on a simulated workload.
