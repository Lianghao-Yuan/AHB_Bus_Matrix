==> ./design.v <==
module ahb_arbiter3
(
  input HBUSREQx0,
  input HLOCKx0,
  output reg HGRANTx0,
  input HBUSREQx1,
  input HLOCKx1,
  output reg HGRANTx1,
  input HBUSREQx2,
  input HLOCKx2,
  output reg HGRANTx2,
  input HBUSREQx3,
  input HLOCKx3,
  output reg HGRANTx3,
  input [31:0] HADDR,
  input [3:0] HSPLIT,
  input [1:0] HTRANS,
  input [2:0] HBURST,
  input [1:0] HRESP,
  input HREADY,
  input HRESETn,
  input HCLK,
  output [3:0] HMASTER,
  output [3:0] HMASTERD,
  output HMASTLOCK
);
reg [3:0] HMASTER_l;
reg [3:0] HMASTERD_l;
reg HMASTLOCK_l;
reg [1:0] grant;
reg [1:0] next_grant;
reg is_degrant;
wire is_locked;
reg is_fixed_length;
reg is_split;
reg is_retry;
reg [6:0] count;
reg [6:0] next_count;
reg [3:0] req_mask;
reg [3:0] next_req_mask;
always @ (*) begin
  if((HGRANTx0 && HLOCKx0) ||
     (HGRANTx1 && HLOCKx1) || 
     (HGRANTx2 && HLOCKx2) ||
     (HGRANTx3 && HLOCKx3)) begin
    HMASTLOCK_l = 1'b1;
  end
  else begin
    HMASTLOCK_l = 1'b0;
  end
end
assign HMASTLOCK = HMASTLOCK_l;
always @ (posedge HCLK or negedge HRESETn) begin
  if(!HRESETn) begin
    grant <= 2'b01;  
  end
  else begin
    if((is_locked && (HRESP == 2'b11)) ||
       (HGRANTx1 && HRESP == 2'b11 && !HBUSREQx2 && !HBUSREQx3) ||
       (req_mask == 4'b0)) begin
      grant <= 2'b00;
    end
    else if(is_degrant) begin
      grant <= next_grant;
    end
  end
end
always @ (*) begin
  if(HBUSREQx3 && req_mask[3]) begin
    next_grant = 4'h3;
  end
  else if(HBUSREQx2 && req_mask[2]) begin
    next_grant = 4'h2;
  end
  else begin
    next_grant = 4'h1;
  end
end
always @ (*) begin
  HGRANTx0 = 1'b0;
  HGRANTx1 = 1'b0;
  HGRANTx2 = 1'b0;
  HGRANTx3 = 1'b0;
  case(grant) 
    4'h3: HGRANTx3 = 1'b1;
    4'h2: HGRANTx2 = 1'b1;
    4'h1: HGRANTx1 = 1'b1;
    4'h0: HGRANTx0 = 1'b1;
  endcase
end
always @ (posedge HCLK or negedge HRESETn) begin
  if(!HRESETn) begin
    HMASTER_l <= 2'b01;  
  end
  else if(HREADY) begin
    HMASTER_l <= grant;
  end
end
assign HMASTER = HMASTER_l;
always @ (posedge HCLK or negedge HRESETn) begin
  if(!HRESETn) begin
    HMASTERD_l <= 0;
  end
  else begin
    if(HREADY) begin
      HMASTERD_l <= HMASTER_l;
    end
    else begin
      HMASTERD_l <= HMASTERD_l;
    end
  end
end
assign HMASTERD = HMASTERD_l;
always @ (*) begin
  if((HGRANTx0 && !HBUSREQx0) || 
     (HGRANTx1 && !HBUSREQx1) ||
     (HGRANTx2 && !HBUSREQx2) ||
     (HGRANTx3 && !HBUSREQx3)) begin
    is_degrant = 1'b1; 
  end
  else if(HTRANS == 2'b00) begin
    is_degrant = 1'b1;
  end
  else if(is_fixed_length && 
         (!is_locked) && 
         (next_count == 1'b0 || next_count == 1'b1)) begin
    is_degrant = 1'b1;
  end
  else if(is_split) begin
    is_degrant = 1'b1;
  end
  else if(is_retry) begin
    is_degrant = 1'b1;
  end
  else begin
    is_degrant = 1'b0;
  end
end
assign is_locked = (HGRANTx0 && HLOCKx0) ||
                   (HGRANTx1 && HLOCKx1) ||
                   (HGRANTx2 && HLOCKx2) ||
                   (HGRANTx3 && HLOCKx3);
always @ (posedge HCLK or negedge HRESETn) begin
  if(!HRESETn) begin
    is_fixed_length <= 1'b0;
  end
  else begin
    case(HBURST) 
      3'b000: is_fixed_length <= 1'b0;
      3'b001:   is_fixed_length <= 1'b0;
      3'b010:  is_fixed_length <= 1'b1;
      3'b011:  is_fixed_length <= 1'b1;
      3'b100:  is_fixed_length <= 1'b1;
      3'b101:  is_fixed_length <= 1'b1;
      3'b110: is_fixed_length <= 1'b1;
      3'b111: is_fixed_length <= 1'b1;
    endcase
  end
end
always @ (posedge HCLK or negedge HRESETn) begin
  if (!HRESETn) begin
    is_split <= 1'b0;
  end
  else begin
    if(HRESP == 2'b11) begin
      is_split <= 1'b1;
    end
    else begin
      is_split <= 1'b0;
    end
  end
end
always @ (posedge HCLK or negedge HRESETn) begin
  if (!HRESETn) begin
    is_retry <= 1'b0;
  end
  else begin
    if(HRESP == 2'b10) begin
      is_retry <= 1'b1;
    end
    else begin
      is_retry <= 1'b0;
    end
  end
end
always @ (*) begin
  if(HTRANS == 2'b10) begin
    if(HREADY) begin
      case(HBURST)
        3'b000: next_count = 6'h0;
        3'b001:   next_count = 6'h20;  
        3'b010:  next_count = 6'h3;
        3'b011:  next_count = 6'h3;
        3'b100:  next_count = 6'h7;
        3'b101:  next_count = 6'h7;
        3'b110: next_count = 6'hf;
        3'b110: next_count = 6'hf;
      endcase
    end  
    else begin
      case(HBURST)
        3'b000: next_count = 6'h1;
        3'b001:   next_count = 6'h20;  
        3'b010:  next_count = 6'h4;
        3'b011:  next_count = 6'h4;
        3'b100:  next_count = 6'h8;
        3'b101:  next_count = 6'h8;
        3'b110: next_count = 6'h10;
        3'b110: next_count = 6'h10;
      endcase
    end  
  end  
  else if(HTRANS == 2'b01)begin
    next_count = count;
  end
  else if(HTRANS == 2'b00)begin
    next_count = 6'h0;
  end
  else begin
    if(HREADY) begin
      if(count[5] == 1) begin  
        next_count = count;  
      end
      else begin
        next_count = count - 1;
      end
    end
    else begin
      next_count = count;
    end
  end
end
always @ (posedge HCLK or negedge HRESETn) begin
  if (!HRESETn) begin
    count <= 6'b0;
  end
  else begin
    count <= next_count;
  end
end
always @ (*) begin
  next_req_mask = req_mask | HSPLIT;
  if(is_split) begin
    case(HMASTER)
      2'b00: next_req_mask[0] = 1'b0;
      2'b01: next_req_mask[1] = 1'b0;
      2'b10: next_req_mask[2] = 1'b0;
      2'b11: next_req_mask[3] = 1'b0;
    endcase
  end
end
always @ (posedge HCLK or negedge HRESETn) begin
  if(!HRESETn) begin
    req_mask <= 4'b1111;
  end
  else begin
    req_mask <= next_req_mask;
  end
end
endmodule
==> ./run.sh <==
#!/bin/bash
# OpenROAD 26Q1-2900-gdf79404cd8, Yosys 0.63+post, stock flow scripts
make -C /OpenROAD-flow-scripts/flow DESIGN_CONFIG=/design/flow/config.mk WORK_HOME=/design/flow/orfs finish
==> ./config.mk <==
export PLATFORM = sky130hd
export DESIGN_NAME = ahb_arbiter3
export DESIGN_NICKNAME = ahb_arbiter3
export VERILOG_FILES = /design/flow/design.v
export SDC_FILE = /design/flow/constraint.sdc
export NUM_CORES = 4
export LEC_CHECK = 1
export CORE_AREA = 10 10 104 104
export DIE_AREA = 0 0 114 114
==> ./constraint.sdc <==
current_design ahb_arbiter3

set clk_period 2.1
set clk_io_pct 0.2

create_clock -name clk0 -period $clk_period [get_ports {HCLK}]

set non_clock_inputs [all_inputs -no_clocks]
set_input_delay [expr $clk_period * $clk_io_pct] -clock clk0 $non_clock_inputs
set_output_delay [expr $clk_period * $clk_io_pct] -clock clk0 [all_outputs]
==> out/metrics.yaml <==
worst_setup_path:
  r2r_setup_slack_ns: 0.14
  critical_path_class: "reg2out"
  cp-end-kind: "output pin"
  cp.arrival_ns: 1.59
  worstReg2RegEnd: "grant[1]"
  r2r-start: "grant[0]"
  cp_data_required_time_ns: 1.68
  path_max_fanout: 9
  reg2reg_depth: 6
  worstSetupStartpointType: "flip-flop"
floorplan:
  die_h_um: 114
  coreArea_um2: 8680
  num_rows: 34
  initial_utilization_pct: 14.7
  dieWidth_um: 114
  die_area_um2: 13000
  ios: 67
sta:
  tightest_slew_ns: 0.702
  fmax_ghz: 0.497
  rsz0062_at_grt: "no"
  worst_slack_ns: 0.0890
  hold_viol: 0
  finalSetupViolCount: 0
  final.period_utilization_pct: 95.8
  untimed_endpoints: 14
  fin_skew_ns: 0.00499
  setup_tns_ns: 0
  unclocked_regs: 7
  period_needed_ns: 2.01
  finalMaxSlewViolations: 0
  hold_ws_ns: 0.489
  worst_slew_margin_rel_pct: 52.6
placement:
  port_buffers: 30
  post_dp_cell_area_um2: 1720
  pre_cts_ws_ns: -0.0900
  hpwl_um: 2570
  gp_congestion: 0.925
layout:
  fill_cells: 978
  drive_gt1_share_pct: 17.4
  synthToLayoutAreaGrowth_pct: 41.2
  utilization_pct: 20.8
  regArea_um2: 614
  stdcell_area_um2: 1810
  comb_area_um2: 599
logic_synthesis:
  yosys_area_um2: 1280
  synth_area_per_cell_um2: 10.3
  netlist_area_um2: 1280
  area_leaders: "dfrtp_1, dfstp_2, dlxtn_1"
  yosysTopAreaCellShare_pct: 27.4
  synthDistinctLibCells: 47
  async_flop_share_pct: 74.1
  ys_cells: 124
  yosysWarnings: 1
  top_area_cell: "dfrtp_1"
  synthCells: 124
  edf_count: 0
  synth-main-ff-cell: "dfrtp_1"
  ys.flops: 27
clocking:
  numCtsBuffers: 3
  cts_root_buf: "clkbuf_8"
  clk_pin_slew_ns: 0.08
  cts_tree: "done"
  clock_latency_ns: 0.26
  postCtsHoldBufs: 0
  cts_max_level: 1
  clk_path_buf_depth: 2
detailed_routing:
  wl_um: 3160
  first_iter_violations: 36
  route.vias.total: 1032
  drc: 0
  wl_per_cell_um: 11.8
  detail_route.first_pass.iterations: 4
  vias_per_cell: 3.84
  final_antenna_net_count: 0
  num_antenna_cells: 0
grt:
  grt_remaining_overflow: 0
  grt_max_degree: 21
  grt_antenna_before_repair: 0
  grt_pass1_wl_um: 5110
  grt.total_usage_pct: 4.67
  grt_pass1_vias: 1051
status:
  run_status: "complete, no violations"
power:
  powerDensity_nw_per_um2: 743
  irDropWorstVdd_uv: 369
  power.leakage_nw: 0.733
worst_hold_path:
  hold_path.class: "in2async"
job:
  maxCapViolations: 0
  warnings: 57
## Yosys cell counts (2+ instances only)
cell type / n
dfrtp_1: 14
nand2_1: 9
nor2_1: 9
dlxtn_1: 7
inv_1: 7
dfstp_2: 6
nor3_1: 5
a31oi_1: 4
buf_4: 4
and2_1: 3
mux2_2: 3
nand2b_1: 3
nor2b_1: 3
o21ai_0: 3
xnor2_1: 3
a211oi_1: 2
a21oi_1: 2
a32o_1: 2
clkbuf_1: 2
nand3_1: 2
nor4_1: 2
o32a_1: 2
o41ai_1: 2
xor2_1: 2
## cells by family after synthesis
family          after synthesis  synth area share, %
other cells                   1                0.293
mux                           5                 5.19
latches                       7                 8.22
xor+xnor                      5                 3.43
fa+ha+maj                     1                0.978
buf+inv                      15                 6.26
simple gates                 45                 20.9
flops                        20                 39.7
compound gates               25                 15.0
## critical path, cell delays in order (launching register included)
cell             delay (ns)
dfstp_2                0.55
buf_4                  0.15
nor2b_2                0.14
clkdlybuf4s50_1        0.49
## where the power goes
part | total, mW | leakage, nW | internal (mW) | switching [mW]
clock | 0.378 | 0.0357 | 0.254 | 0.124
sequential | 0.547 | 0.292 | 0.470 | 0.0775
combinational | 0.416 | 0.405 | 0.274 | 0.141
total | 1.34 | 0.733 | 0.999 | 0.343
## registers in the layout, indices dropped and copies added (netlist names)
register / cells
is_retry: 1
is_fixed_length: 1
grant: 2
count: 7
next_count: 7
HMASTERD_l: 2
req_mask: 4
is_split: 1
HMASTER_l: 2
## cells in the final DEF (no fill, tap or decap), types with 4 or more instances in the layout
master,netlist,routed
clkdlybuf4s50_1,0,29
dlxtn_1,7,7
a31oi_1,4,4
conb_1,1,4
nor3_1,5,5
dfrtp_1,14,13
nor2_1,9,9
inv_1,7,7
buf_4,4,8
dfstp_2,6,6
nand2_1,9,9
## how the worst max path moves through the flow
stage | start | end | cells past startpoint
finish | grant[0] | HGRANTx1 | 3
global route | grant[0] | HGRANTx1 | 3
CTS | grant[0] | HGRANTx1 | 3
## final cells by class
class	count	share of cell area, %
Sequential cell	27	34.0
Multi-Input combinational cell	85	33.2
Clock buffer	3	2.29
Tap cell	108	7.48
Clock inverter	1	1.66
Inverter	7	1.46
Timing Repair Buffer	38	19.9
## timing repair
action | CTS | global route
pin swaps | 0 | 0
gates resized | 1 | 2
setup endpoints to repair | 1 | 2
setup buffers | 1 | 0
## routing by layer
metal / wire, um / up-vias / GRT usage, %
li1: - / 511 / -
met1: 1520 / 481 / 6.24
met2: 1400 / 36 / 7.48
met3: 198 / 4 / 1.22
met4: 40 / 0 / 0.919
met5: 0 / - / 0
## per-stage QoR
step	total power, mW	instances
3_3_place_gp	0.967	264
2_1_floorplan	0.715	127
6_report	1.34	269
3_5_place_dp	0.965	264
5_1_grt	1.42	269
4_1_cts	1.35	269
No activity file was given, so power comes from the tool's default toggle rates.
